==> design.v <==
module jtag_logic(
	input CLK, 			 
	input nRXF,			 
	input nTXE,			 
	input B_TDO,		 
	input B_ASDO,		 
	output reg B_TCK,	 
	output reg B_TMS,	 
	output reg B_NCE,	 
	output reg B_NCS,	 
	output reg B_TDI,	 
	output reg B_OE,	 
	output reg nRD,	 
	output reg WR,		 
	inout reg [7:0]D	 
);
	reg carry;
	reg do_output;
	reg [7:0]ioshifter;
	reg [8:0]bitcount;
	reg [3:0]state;
	reg [3:0]next_state;
	localparam [3:0] wait_for_nRXF_low = 4'b0000;
	localparam [3:0] set_nRD_low = 4'b0001;
	localparam [3:0] keep_nRD_low = 4'b0010;
	localparam [3:0] latch_data_from_host = 4'b0011;
	localparam [3:0] set_nRD_high = 4'b0100;
	localparam [3:0] bits_set_pins_from_data = 4'b0101;
	localparam [3:0] bytes_set_bitcount = 4'b0110;
	localparam [3:0] bytes_get_tdo_set_tdi = 4'b0111;
	localparam [3:0] bytes_clock_high_and_shift = 4'b1000;
	localparam [3:0] bytes_keep_clock_high = 4'b1001;
	localparam [3:0] bytes_clock_finish = 4'b1010;
	localparam [3:0] wait_for_nTXE_low = 4'b1011;
	localparam [3:0] set_WR_high = 4'b1100;
	localparam [3:0] output_enable = 4'b1101;
	localparam [3:0] set_WR_low = 4'b1110;
	localparam [3:0] output_disable = 4'b1111;
	always @(nRXF, nTXE, state, bitcount, ioshifter, do_output)
	begin
		case (state)
			wait_for_nRXF_low:
			begin
				if (nRXF == 1'b0) next_state <= set_nRD_low;
				else next_state <= wait_for_nRXF_low;
			end
			set_nRD_low:
				next_state <= keep_nRD_low;
			keep_nRD_low:
				next_state <= latch_data_from_host;
			latch_data_from_host:
				next_state <= set_nRD_high;		
			set_nRD_high:
			begin
				if (bitcount[8:3] != 6'b000000) begin
					next_state <= bytes_get_tdo_set_tdi;
				end
				else if (ioshifter[7] == 1'b1) begin
					next_state <= bytes_set_bitcount;
				end
				else begin
					next_state <= bits_set_pins_from_data;
				end
			end
			bytes_set_bitcount:
				next_state <= wait_for_nRXF_low;
			bits_set_pins_from_data:
			begin
				if (ioshifter[6] == 1'b0) begin
					next_state <= wait_for_nRXF_low;  
				end
				else begin
					next_state <= wait_for_nTXE_low;  
				end
			end
			bytes_get_tdo_set_tdi:
				next_state <= bytes_clock_high_and_shift;
			bytes_clock_high_and_shift:
				next_state <= bytes_keep_clock_high;
			bytes_keep_clock_high:
				next_state <= bytes_clock_finish;
			bytes_clock_finish:
			begin
				if (bitcount[2:0] != 3'b111) begin
					next_state <= bytes_get_tdo_set_tdi;  
				end
				else if (do_output == 1'b1) begin
					next_state <= wait_for_nTXE_low;  
				end
				else begin
					next_state <= wait_for_nRXF_low;  
				end
			end
			wait_for_nTXE_low:
			begin
				if (nTXE == 1'b0)
					next_state <= set_WR_high;
				else
					next_state <= wait_for_nTXE_low;
			end
			set_WR_high:
				next_state <= output_enable;
			output_enable:
				next_state <= set_WR_low;
			set_WR_low:
				next_state <= output_disable;
			output_disable:
				next_state <= wait_for_nRXF_low;  
			default:
				next_state <= wait_for_nRXF_low;
		endcase
	end
	always @(posedge CLK)
	begin
		if (state == set_nRD_low || state == keep_nRD_low || state == latch_data_from_host)
			nRD <= 1'b0;
		else
			nRD <= 1'b1;
		if (state == latch_data_from_host)
			ioshifter <= D;
		if (state == set_WR_high || state == output_enable)
			WR <= 1'b1;
		else
			WR <= 1'b0;
		if (state == output_enable || state == set_WR_low)
			D <= ioshifter;
		else
			D <= 8'bzzzzzzzz;
		if (state == bits_set_pins_from_data) begin
				B_TCK <= ioshifter[0];
				B_TMS <= ioshifter[1];
				B_NCE <= ioshifter[2];
				B_NCS <= ioshifter[3];
				B_TDI <= ioshifter[4];
				B_OE  <= ioshifter[5];
				ioshifter <= {6'b000000, B_ASDO, B_TDO};
		end
		if (state == bytes_set_bitcount) begin
				bitcount <= {ioshifter[5:0], 3'b111};
				do_output <= ioshifter[6];
		end
		if (state == bytes_get_tdo_set_tdi) begin
			if (B_NCS == 1'b1)
				carry <= B_TDO; 	 
			else
				carry <= B_ASDO; 	 
			B_TDI <= ioshifter[0];
			bitcount <= bitcount - 1'b1;
		end
		if (state == bytes_clock_high_and_shift || state == bytes_keep_clock_high)
			B_TCK <= 1'b1;
		if (state == bytes_clock_high_and_shift)
			ioshifter <= {carry, ioshifter[7:1]};
		if (state == bytes_clock_finish)
			B_TCK <= 1'b0;
		state <= next_state;
	end
endmodule
==> run.sh <==
#!/bin/bash
# OpenROAD 26Q1-2900-gdf79404cd8, Yosys 0.63+post, stock flow scripts
make -C /OpenROAD-flow-scripts/flow DESIGN_CONFIG=/design/flow/config.mk WORK_HOME=/design/flow/orfs finish
==> config.mk <==
export PLATFORM = sky130hd
export DESIGN_NAME = jtag_logic
export DESIGN_NICKNAME = jtag_logic
export VERILOG_FILES = /design/flow/design.v
export SDC_FILE = /design/flow/constraint.sdc
export NUM_CORES = 4
export LEC_CHECK = 1
export CORE_AREA = 10 10 107 107
export DIE_AREA = 0 0 117 117
==> constraint.sdc <==
current_design jtag_logic

set clk_period 3.9
set clk_io_pct 0.2

create_clock -name clk0 -period $clk_period [get_ports {CLK}]

set non_clock_inputs [all_inputs -no_clocks]
set_input_delay [expr $clk_period * $clk_io_pct] -clock clk0 $non_clock_inputs
set_output_delay [expr $clk_period * $clk_io_pct] -clock clk0 [all_outputs]
==> results.txt <==
FA/HA/MAJ Cells, Area Fraction: 2.04%
First Err: [error] [KeplerFormal.cpp:679] Workflow failed: Iso has multiple drivers: .D0, D[0]$_DFF_P_.Q0
Clk buf depth: 2
CTS root buf: clkbuf_8
Yosys reg bits: 39
Number of port buffers: 12
Core Util at FP: 18.7%
Post-CTS Setup Bufs: 0
Post-Place Worst Slack: 1.87 ns
Post-synthesis cell area: 1720 um^2
XORs/XNORs by Area: 4.07%
Yosys stat chip area: 1720 um^2
Cell count in the Yosys report: 162
MUX share of area: 2.40%
Simple-Gate Area Share: 19.2%
Die height: 117 um
Post-Syn Instances: 162
Cts bufs inserted: 5
Hold Buf Count CTS: 0
Avg Cell Area, Syn: 10.6 um^2
Main logic family: simple AND/OR/NAND/NOR gates
Ports: 21
CTS Sinks: 39
# rows: 35
H-tree Lvls: 2
Placed wire-length estimate: 2570 um
Post-CTS sizing: 0
Exit stage: 4_1_cts
Compound Share, Synth: 9.96%
Placer Congestion: 0.782
YS warnings: 2
Die width: 117 um
Post-synth seq share: 59.3%
Yosys cell types: 33
Status: aborted with a tool error
metrics by stage:
| step | instance area (um^2) | instances |
|---|---|---|
| detailed placement | 1950 | 278 |
| global placement | 1950 | 278 |
| floorplan | 1720 | 162 |
cells by family after synthesis:
logic type / count (synthesis)
AND/OR/NAND/NOR: 65
AND-OR/OR-AND: 30
multiplexers: 4
adder cells (fa/ha/maj): 3
buffers and inverters: 13
XOR/XNOR: 8
flip-flops: 39
cell usage after synthesis (all sizes together):
cell type	number	area, um^2
nand2	30	113
edfxtp	24	721
o21ai	18	90.1
dfxtp	15	300
nor2	9	33.8
clkbuf	6	22.5
xnor2	6	52.6
a21oi	5	25.0
inv	5	18.8
a211oi	4	30.0
nand2b	4	32.5
nand3	4	20.0
and2	3	18.8
mux2i	3	30.0
nand3b	3	22.5
nor2b	3	18.8
buf	2	10.0
ha	2	25.0
nor3	2	10.0
or4	2	18.8
xor2	2	17.5
a32oi	1	8.76
and2b	1	8.76
maj3	1	10.0
mux2	1	11.3
nand4	1	6.26
nor3b	1	12.5
nor4	1	6.26
o32ai	1	8.76
o41ai	1	8.76
or3b	1	8.76
